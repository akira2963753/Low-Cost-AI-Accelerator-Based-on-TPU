==> flow/design.v <==
module PE#(
    parameter SIZE = 8,
    parameter PARTIAL_SUM_WIDTH = 8 + 4 + 4 + $clog2(SIZE),  
    parameter ACTIVATION_EXTEND_WIDTH = PARTIAL_SUM_WIDTH - 8  
)(
    input clk,
    input [7:0] Weight_in,
    input [7:0] Activation_in,
    input signed [PARTIAL_SUM_WIDTH-1:0] Partial_Sum_in,
    input Weight_in_valid,
    output reg [7:0] Weight_Pass,
    output Weight_Pass_valid,
    output reg [7:0] Activation_Pass,
    output reg signed [PARTIAL_SUM_WIDTH-1:0] Partial_Sum_out
);
    wire signed [PARTIAL_SUM_WIDTH-1:0] MAC_OUT;
    MAC_Unit #(
        .PARTIAL_SUM_WIDTH(PARTIAL_SUM_WIDTH)
    ) MAC_u1(
        .Activation(Activation_in),
        .Weight(Weight_Pass),
        .Partial_Sum_in(Partial_Sum_in),
        .Partial_Sum_out(MAC_OUT)
    );
    assign Weight_Pass_valid = Weight_in_valid;
    always @(posedge clk) begin
        if(Weight_in_valid) begin
            Weight_Pass <= Weight_in;
        end
        else begin
            Partial_Sum_out <= MAC_OUT;
            Activation_Pass <= Activation_in;
        end
    end
endmodule
module MAC_Unit #(
    parameter PARTIAL_SUM_WIDTH = 20
)(
    input [7:0] Activation,
    input [7:0] Weight,
    input [PARTIAL_SUM_WIDTH-1:0] Partial_Sum_in,
    output [PARTIAL_SUM_WIDTH-1:0] Partial_Sum_out
);
    wire [15:0] Mul_Result;
    Multiplier_PE m3(Activation,Weight,Mul_Result);
    assign Partial_Sum_out = {{5{Mul_Result[15]}},Mul_Result} + Partial_Sum_in;
endmodule
module Multiplier_PE(input [7:0]activation, input[7:0]weight, output [15:0]sum);
	wire [119:0]C;
	wire [55:0]T_sum;
	wire [7:0]activation_c;
	wire [7:0]weight_c;
	wire [15:0]sum_c;
assign	sum_c[0]=activation_c[0]&&weight_c[0];
Half_adder F200(activation[0]^activation[7],activation[7],activation_c[0],C[80]);
Half_adder F201(activation[1]^activation[7],C[80],activation_c[1],C[81]);
Half_adder F202(activation[2]^activation[7],C[81],activation_c[2],C[82]);
Half_adder F203(activation[3]^activation[7],C[82],activation_c[3],C[83]);
Half_adder F204(activation[4]^activation[7],C[83],activation_c[4],C[84]);
Half_adder F205(activation[5]^activation[7],C[84],activation_c[5],C[85]);
Half_adder F206(activation[6]^activation[7],C[85],activation_c[6],C[86]);
Half_adder F207(activation[7]^activation[7],C[86],activation_c[7],);
Half_adder F208(weight[0]^weight[7],weight[7],weight_c[0],C[87]);
Half_adder F209(weight[1]^weight[7],C[87],weight_c[1],C[88]);
Half_adder F210(weight[2]^weight[7],C[88],weight_c[2],C[89]);
Half_adder F211(weight[3]^weight[7],C[89],weight_c[3],C[90]);
Half_adder F212(weight[4]^weight[7],C[90],weight_c[4],C[91]);
Half_adder F213(weight[5]^weight[7],C[91],weight_c[5],C[92]);
Half_adder F214(weight[6]^weight[7],C[92],weight_c[6],C[93]);
Half_adder F215(weight[7]^weight[7],C[93],weight_c[7],);
Half_adder F216(activation_c[1]&&weight_c[0],activation_c[0]&&weight_c[1],sum_c[1],C[0]);
Full_adder F217(activation_c[2]&&weight_c[0],activation_c[1]&&weight_c[1],C[0],T_sum[0],C[1]);
Full_adder F218(activation_c[3]&&weight_c[0],activation_c[2]&&weight_c[1],C[1],T_sum[1],C[2]);
Full_adder F219(activation_c[4]&&weight_c[0],activation_c[3]&&weight_c[1],C[2],T_sum[2],C[3]);
Full_adder F220(activation_c[5]&&weight_c[0],activation_c[4]&&weight_c[1],C[3],T_sum[3],C[4]);
Full_adder F221(activation_c[6]&&weight_c[0],activation_c[5]&&weight_c[1],C[4],T_sum[4],C[5]);
Full_adder F222(activation_c[7]&&weight_c[0],activation_c[6]&&weight_c[1],C[5],T_sum[5],C[6]);
Half_adder F223(activation_c[7]&&weight_c[1],C[6],T_sum[6],C[7]);
Half_adder F224(T_sum[0],activation_c[0]&&weight_c[2],sum_c[2],C[8]);
Full_adder F225(T_sum[1],activation_c[1]&&weight_c[2],C[8],T_sum[7],C[9]);
Full_adder F226(T_sum[2],activation_c[2]&&weight_c[2],C[9],T_sum[8],C[10]);
Full_adder F227(T_sum[3],activation_c[3]&&weight_c[2],C[10],T_sum[9],C[11]);
Full_adder F228(T_sum[4],activation_c[4]&&weight_c[2],C[11],T_sum[10],C[12]);
Full_adder F229(T_sum[5],activation_c[5]&&weight_c[2],C[12],T_sum[11],C[13]);
Full_adder F230(T_sum[6],activation_c[6]&&weight_c[2],C[13],T_sum[12],C[14]);
Full_adder F231(C[7],activation_c[7]&&weight_c[2],C[14],T_sum[13],C[15]);
Half_adder F232(T_sum[7],activation_c[0]&&weight_c[3],sum_c[3],C[16]);
Full_adder F233(T_sum[8],activation_c[1]&&weight_c[3],C[16],T_sum[14],C[17]);
Full_adder F234(T_sum[9],activation_c[2]&&weight_c[3],C[17],T_sum[15],C[18]);
Full_adder F235(T_sum[10],activation_c[3]&&weight_c[3],C[18],T_sum[16],C[19]);
Full_adder F236(T_sum[11],activation_c[4]&&weight_c[3],C[19],T_sum[17],C[20]);
Full_adder F237(T_sum[12],activation_c[5]&&weight_c[3],C[20],T_sum[18],C[21]);
Full_adder F238(T_sum[13],activation_c[6]&&weight_c[3],C[21],T_sum[19],C[22]);
Full_adder F239(C[15],activation_c[7]&&weight_c[3],C[22],T_sum[20],C[23]);
Half_adder F240(T_sum[14],activation_c[0]&&weight_c[4],sum_c[4],C[24]);
Full_adder F241(T_sum[15],activation_c[1]&&weight_c[4],C[24],T_sum[21],C[25]);
Full_adder F242(T_sum[16],activation_c[2]&&weight_c[4],C[25],T_sum[22],C[26]);
Full_adder F243(T_sum[17],activation_c[3]&&weight_c[4],C[26],T_sum[23],C[27]);
Full_adder F244(T_sum[18],activation_c[4]&&weight_c[4],C[27],T_sum[24],C[28]);
Full_adder F245(T_sum[19],activation_c[5]&&weight_c[4],C[28],T_sum[25],C[29]);
Full_adder F246(T_sum[20],activation_c[6]&&weight_c[4],C[29],T_sum[26],C[30]);
Full_adder F247(C[23],activation_c[7]&&weight_c[4],C[30],T_sum[27],C[31]);
Half_adder F248(T_sum[21],activation_c[0]&&weight_c[5],sum_c[5],C[32]);
Full_adder F249(T_sum[22],activation_c[1]&&weight_c[5],C[32],T_sum[28],C[33]);
Full_adder F250(T_sum[23],activation_c[2]&&weight_c[5],C[33],T_sum[29],C[34]);
Full_adder F251(T_sum[24],activation_c[3]&&weight_c[5],C[34],T_sum[30],C[35]);
Full_adder F252(T_sum[25],activation_c[4]&&weight_c[5],C[35],T_sum[31],C[36]);
Full_adder F253(T_sum[26],activation_c[5]&&weight_c[5],C[36],T_sum[32],C[37]);
Full_adder F254(T_sum[27],activation_c[6]&&weight_c[5],C[37],T_sum[33],C[38]);
Full_adder F255(C[31],activation_c[7]&&weight_c[5],C[38],T_sum[34],C[39]);
Half_adder F256(T_sum[28],activation_c[0]&&weight_c[6],sum_c[6],C[40]);
Full_adder F257(T_sum[29],activation_c[1]&&weight_c[6],C[40],T_sum[35],C[41]);
Full_adder F258(T_sum[30],activation_c[2]&&weight_c[6],C[41],T_sum[36],C[42]);
Full_adder F259(T_sum[31],activation_c[3]&&weight_c[6],C[42],T_sum[37],C[43]);
Full_adder F260(T_sum[32],activation_c[4]&&weight_c[6],C[43],T_sum[38],C[44]);
Full_adder F261(T_sum[33],activation_c[5]&&weight_c[6],C[44],T_sum[39],C[45]);
Full_adder F262(T_sum[34],activation_c[6]&&weight_c[6],C[45],T_sum[40],C[46]);
Full_adder F263(C[39],activation_c[7]&&weight_c[6],C[46],T_sum[41],C[47]);
Half_adder F264(T_sum[35],activation_c[0]&&weight_c[7],sum_c[7],C[48]);
Full_adder F265(T_sum[36],activation_c[1]&&weight_c[7],C[48],sum_c[8],C[49]);
Full_adder F266(T_sum[37],activation_c[2]&&weight_c[7],C[49],sum_c[9],C[50]);
Full_adder F267(T_sum[38],activation_c[3]&&weight_c[7],C[50],sum_c[10],C[51]);
Full_adder F268(T_sum[39],activation_c[4]&&weight_c[7],C[51],sum_c[11],C[52]);
Full_adder F269(T_sum[40],activation_c[5]&&weight_c[7],C[52],sum_c[12],C[53]);
Full_adder F270(T_sum[41],activation_c[6]&&weight_c[7],C[53],sum_c[13],C[54]);
Full_adder F271(C[47],activation_c[7]&&weight_c[7],C[54],sum_c[14],sum_c[15]);
Half_adder F272(sum_c[0]^(activation[7]^weight[7]),(activation[7]^weight[7]),sum[0],C[94]);
Half_adder F273(sum_c[1]^(activation[7]^weight[7]),C[94],sum[1],C[95]);
Half_adder F274(sum_c[2]^(activation[7]^weight[7]),C[95],sum[2],C[96]);
Half_adder F275(sum_c[3]^(activation[7]^weight[7]),C[96],sum[3],C[97]);
Half_adder F276(sum_c[4]^(activation[7]^weight[7]),C[97],sum[4],C[98]);
Half_adder F277(sum_c[5]^(activation[7]^weight[7]),C[98],sum[5],C[99]);
Half_adder F278(sum_c[6]^(activation[7]^weight[7]),C[99],sum[6],C[100]);
Half_adder F279(sum_c[7]^(activation[7]^weight[7]),C[100],sum[7],C[101]);
Half_adder F280(sum_c[8]^(activation[7]^weight[7]),C[101],sum[8],C[102]);
Half_adder F281(sum_c[9]^(activation[7]^weight[7]),C[102],sum[9],C[103]);
Half_adder F282(sum_c[10]^(activation[7]^weight[7]),C[103],sum[10],C[104]);
Half_adder F283(sum_c[11]^(activation[7]^weight[7]),C[104],sum[11],C[105]);
Half_adder F284(sum_c[12]^(activation[7]^weight[7]),C[105],sum[12],C[106]);
Half_adder F285(sum_c[13]^(activation[7]^weight[7]),C[106],sum[13],C[107]);
Half_adder F286(sum_c[14]^(activation[7]^weight[7]),C[107],sum[14],C[108]);
Half_adder F287(sum_c[15]^(activation[7]^weight[7]),C[108],sum[15],);
endmodule
module Half_adder(input A,B,output S,C);
assign	S=A^B;
assign C=A&&B;
endmodule
module Full_adder(input A,B,C_in,output S,C);
assign	S=A^B^C_in;
assign 	C=((A^B)&&C_in)+(A&&B);
endmodule
==> flow/run.sh <==
#!/bin/bash
# OpenROAD 26Q1-2900-gdf79404cd8, Yosys 0.63+post, stock flow scripts
make -C /OpenROAD-flow-scripts/flow DESIGN_CONFIG=/design/flow/config.mk WORK_HOME=/design/flow/orfs finish
==> flow/config.mk <==
export PLATFORM = sky130hd
export DESIGN_NAME = PE
export DESIGN_NICKNAME = PE
export VERILOG_FILES = /design/flow/design.v
export SDC_FILE = /design/flow/constraint.sdc
export NUM_CORES = 4
export LEC_CHECK = 1
export CORE_UTILIZATION = 30
==> flow/constraint.sdc <==
current_design PE

set clk_period 18.4
set clk_io_pct 0.2

create_clock -name clk0 -period $clk_period [get_ports {clk}]

set non_clock_inputs [all_inputs -no_clocks]
set_input_delay [expr $clk_period * $clk_io_pct] -clock clk0 $non_clock_inputs
set_output_delay [expr $clk_period * $clk_io_pct] -clock clk0 [all_outputs]
==> git commit body <==
Log flow metrics for this revision

* Count of distinct cell types in the synthesized netlist: 37
* Vias in the first global route: 2,876
* Cell seen most often among critical-path stages: sky130_fd_sc_hd__fa_1
- Relative slew margins: 58.6%
- Post-Synthesis Mean Instance Area: 11.3 um2
- Number of cells in the yosys synthesis report: between 300 and 400
- After legalization and detailed placement, the total HPWL measured 5960 um.
- Summed over all routing layers, the global router reports a total usage of a little under an eighth.
- Maximum count of clock buffers along a single path: 2
- Number of iterations in the first detailed-routing pass: 4
- Remaining antenna violation count after routing: 0
* Final setup violating endpoints: 0
* Remaining Overflow, GRT: 0
- Count of unresolved DRC violations after routing: 0
- The clock net in this run drives a total of 35 sinks.
* Async set-reset flop share out of synthesis: 0%
- Total I/O pin count: 73
* Critical path start-end classification: in -> reg
- Filler cell count: 1,295
- After routing, the total negative slack on setup checks comes to 0 ns.
- RD Place Congestion: 0.901
- Via count: 2,705
- Chip Area, Yosys: between 0.004 and 0.005 mm2
- Per the CTS log, the maximum H-tree level is 2.
* Fraction of the core area occupied by cells at floorplan: between 30% and 40%
* Synth-to-layout area growth: 25.2%
* Maxcap violations: 0
- Worst-case clock skew: between 0.006 and 0.007 ns
- In this run the tools logged warnings totalling 25.
- Final critical-path share of the clock period: 86.3%
- The report shows a maximum critical-path fanout of 10.
* TritonCTS Buffers: 5
- The worst hold path was traced through 5 stages.
* Arrival time at the worst endpoint: roughly 16 ns
- Clock period minus worst slack: about 16 ns
- Area of the mapped netlist: between 0.004 and 0.005 mm2
* Chip Height: 119 um
- Share of Yosys cell area claimed by the top area cell type: 25.5%
- Number of buffers added for setup after CTS: 0
- The launch point of the worst register-to-register path is recorded as Weight_Pass[7]$_DFFE_PP_.
* Path depth of the worst reg2reg path: 38
* Sequential cell area fraction in the yosys report: about 25%
- Clock tree from TritonCTS: yes
- Hold_buf cts: 0
- CP required: 18.43 ns
- Transition time at the pin with the least slew margin: 0.622 ns
- Top cells by area: sky130_fd_sc_hd__edfxtp_1 (25%), sky130_fd_sc_hd__fa_1 (24%), sky130_fd_sc_hd__ha_1 (16%)
* Number of input and output port buffers inserted: 72
* Critical Path Max Stage Delay: 0.84 ns
- Entering global routing, the biggest net connects 28 pins.
- The tree is rooted in a sky130_fd_sc_hd__clkbuf_16.
- Run status: finished clean
- Core utilization of the finished layout: 38.7%
- In the synthesized netlist the dominant register cell turns out to be sky130_fd_sc_hd__edfxtp_1.
- Class of the tightest hold or removal check: reg -> reg
- Number of antenna violations at the first check in global routing: 0
- For this run, the number of Yosys warnings is 1.
- In the CTS report, the clock slew at the register clock pins of the worst setup and hold paths is listed as ~0.060 ns.
- Number of pins with negative max-slew slack in the final report: 0
- Master of the slowest instance on the critical path: sky130_fd_sc_hd__clkdlybuf4s50_1
* Global-route wire length before repair: 12,500 um
- Worst reg2reg endpoint: Partial_Sum_out[18]$_DFFE_PN_
- Number of enable flip-flop cells: 35
- The layout summary lists the proportion of cells stronger than drive strength 1 as 2.97%.
- The wire length recorded after detailed routing is 7090 um.
- After clock tree synthesis, the repair step resized 0 gates.
* N_diodes: 0
- Endpoint class of the critical path: flop
* Achievable frequency: 63.0 MHz
- Setup repair after global routing left no endpoint under its margin.
- Per the synthesis report, the dominant area consumer among library cells is sky130_fd_sc_hd__edfxtp_1.
- Per the post-synthesis report, the number of cells in the design is 365.
* Number of hold-slack violations in the final timing report: 0
- STA classifies the critical path startpoint as an input port.
- Number of design-rule violations left by the first detailed-router iteration: 62
- In the hold report, the worst path ends at Partial_Sum_out[0]$_DFFE_PN_.
- Average wire length per cell after detail routing: 11.6 um
* Row Count: 42
* Total of flip-flops plus latches after synthesis: 35
- Insertion Delay late pin: 0.28 ns
- The floorplan step defined a core boundary enclosing around 0.013 mm2.
- Average via count per standard cell: about 4.4
- The worst-case reg-to-reg setup slack stands at 5.95 ns.
- The launch point of the worst min-delay path is recorded as Weight_Pass[0]$_DFFE_PP_.
* Die ar.: 0.0142 mm2
* Die width: 119 um
==> cells in the final DEF (no fill, tap or decap), types with 2 or more instances in the layout <==
| cell | n |
|---|---|
| sky130_fd_sc_hd__clkdlybuf4s50_1 | 72 |
| sky130_fd_sc_hd__ha_1 | 54 |
| sky130_fd_sc_hd__and2_1 | 51 |
| sky130_fd_sc_hd__fa_1 | 49 |
| sky130_fd_sc_hd__edfxtp_1 | 35 |
| sky130_fd_sc_hd__inv_1 | 28 |
| sky130_fd_sc_hd__xnor2_1 | 24 |
| sky130_fd_sc_hd__xor2_1 | 22 |
| sky130_fd_sc_hd__nand2_1 | 22 |
| sky130_fd_sc_hd__a21oi_1 | 17 |
| sky130_fd_sc_hd__nor2_1 | 10 |
| sky130_fd_sc_hd__nand3_1 | 7 |
| sky130_fd_sc_hd__o21ai_0 | 7 |
| sky130_fd_sc_hd__clkbuf_16 | 5 |
| sky130_fd_sc_hd__a21o_1 | 4 |
| sky130_fd_sc_hd__nor3_1 | 3 |
| sky130_fd_sc_hd__o21a_1 | 3 |
| sky130_fd_sc_hd__a211oi_1 | 2 |
| sky130_fd_sc_hd__nor2b_1 | 2 |
==> cell usage after synthesis (2+ instances only) <==
master                     instances
sky130_fd_sc_hd__buf_4             4
sky130_fd_sc_hd__a21o_1            4
sky130_fd_sc_hd__o21ai_0           7
sky130_fd_sc_hd__o21a_1            3
sky130_fd_sc_hd__buf_2             3
sky130_fd_sc_hd__edfxtp_1         35
sky130_fd_sc_hd__nor2b_1           2
sky130_fd_sc_hd__a211oi_1          2
sky130_fd_sc_hd__xor2_1           22
sky130_fd_sc_hd__ha_1             54
sky130_fd_sc_hd__nand2_1          22
sky130_fd_sc_hd__inv_1            28
sky130_fd_sc_hd__a21oi_1          17
sky130_fd_sc_hd__and2_1           51
sky130_fd_sc_hd__fa_1             49
sky130_fd_sc_hd__nor3_1            3
sky130_fd_sc_hd__nand3_1           7
sky130_fd_sc_hd__nor2_1           10
sky130_fd_sc_hd__xnor2_1          24
==> sequential cells by signal (all words and copies together) (netlist names) <==
name / flops
Partial_Sum_out: 19
Activation_Pass: 8
Weight_Pass: 8
==> how the worst max path moves through the flow <==
stage                            start                            end  depth (start not counted)
after CTS             Activation_in[7]  Partial_Sum_out[18]$_DFFE_PN_                         39
after global routing  Activation_in[7]  Partial_Sum_out[18]$_DFFE_PN_                         39
final                 Activation_in[7]  Partial_Sum_out[18]$_DFFE_PN_                         39
==> cell families after synthesis <==
logic type,count (synthesis),synth area share (%)
fa+ha+maj,103,40.2
simple gates,99,12.8
buf+inv,36,3.73
xor+xnor,47,10.4
mux,1,0.243
compound gates,44,7.13
flops,35,25.5
==> critical path, delay by kind of cell <==
kind | cells | cell delay, ns
fa+ha+maj | 23 | 9.13
xor+xnor | 5 | 1.14
compound gates | 5 | 0.68
simple gates | 1 | 0.20
buf+inv | 5 | 1.07
==> per-layer routing <==
layer / GRT usage (%) / wire (um) / vias to the layer above
met5: 0 / 0 / -
met4: 1.11 / 74 / 0
met3: 3.08 / 463 / 8
met2: 18.4 / 3250 / 75
met1: 16.1 / 3310 / 1249
li1: - / - / 1373
==> metrics by stage <==
step                std cells  hold slack (ns)  area (um2)  setup WS, ns
global placement          606             1.29        5020          2.10
CTS                       614             1.31        5170          2.37
detailed placement        606             1.30        5020          2.09
finish                    614             1.29        5170          2.52
floorplan                 365             1.05        4130          3.49
global route              614             1.43        5170          1.78
==> cell type report <==
class / instances / area, um2 / area share [%]
inverters: 28 / 105 / 2.03
clock inverters: 2 / 12.5 / 0.242
repair buffers: 73 / 728 / 14.1
flip-flops and latches: 35 / 1050 / 20.3
well taps: 176 / 220 / 4.26
multi-input cells: 294 / 2920 / 56.5
clock buffers: 6 / 129 / 2.49
