===== flow/run.sh =====
#!/bin/bash
# OpenROAD 26Q1-2900-gdf79404cd8, Yosys 0.63+post, stock flow scripts
make -C /OpenROAD-flow-scripts/flow DESIGN_CONFIG=/design/flow/config.mk WORK_HOME=/design/flow/orfs finish

===== flow/config.mk =====
export PLATFORM = sky130hd
export DESIGN_NAME = Compensation_Memory
export DESIGN_NICKNAME = Compensation_Memory
export VERILOG_FILES = /design/flow/design.v
export SDC_FILE = /design/flow/constraint.sdc
export NUM_CORES = 4
export LEC_CHECK = 1
export CORE_UTILIZATION = 40

===== flow/constraint.sdc =====
current_design Compensation_Memory

set clk_period 1.3
set clk_io_pct 0.2

create_clock -name clk0 -period $clk_period [get_ports {clk}]

set non_clock_inputs [all_inputs -no_clocks]
set_input_delay [expr $clk_period * $clk_io_pct] -clock clk0 $non_clock_inputs
set_output_delay [expr $clk_period * $clk_io_pct] -clock clk0 [all_outputs]

===== flow/design.v =====
module Compensation_Memory #(
    parameter SIZE = 8,
    parameter CMEM_SIZE = SIZE * 3,
    parameter CMEM_ADDR_WIDTH = $clog2(CMEM_SIZE),
    parameter COMPENSATION_WEIGHT_OUT_WIDTH = SIZE * 4
)(
    input clk,
    input rst,
    input [3:0] Compensation_Weight,
    input [CMEM_ADDR_WIDTH-1:0] Wr_Addr,
    input Wr_en,
    input [1:0] Rd_Addr,
    input Rd_en,
    output [COMPENSATION_WEIGHT_OUT_WIDTH-1:0] Compensation_Weight_out
);
    genvar i;
    integer j;
    wire [3:0] Mem_out[0:SIZE-1];
    reg [SIZE-1:0] Wr_en_mask;
    wire [SIZE-1:0] Wr_Addr_mask;
    wire [1:0] Wr_Addr_in;
    assign Wr_Addr_mask = Wr_Addr / 3;
    assign Wr_Addr_in = Wr_Addr % 3;
    always @(*) begin
        for(j = 0; j < CMEM_SIZE; j = j + 1) begin
            if(Wr_en) begin
                if(Wr_Addr_mask == j) Wr_en_mask[j] = 1;
                else Wr_en_mask[j] = 0;
            end
            else Wr_en_mask[j] = 0;
        end
    end
    generate
        for(i = 0; i < SIZE; i = i + 1) begin : COMPENSATION_RAM_GEN
            RAM_4x3 COMPENSATION_RAM(clk,rst,Compensation_Weight,Wr_Addr_in,Wr_en_mask[i],Rd_Addr,Rd_en,Mem_out[i]);
            assign Compensation_Weight_out[i*4+3 : i*4] = Mem_out[i];
        end
    endgenerate
endmodule
module RAM_4x3 (
    input clk,
    input rst,
    input [3:0] Compensation_Weight,
    input [1:0] Wr_Addr,
    input Wr_en,
    input [1:0] Rd_Addr,
    input Rd_en,
    output reg [3:0] Mem_out
);
    integer k;
    reg [3:0] Compensation_Mem[0:2];
    always@(posedge clk or posedge rst) begin
        if(rst) for(k=0;k<3;k=k+1) Compensation_Mem[k] <= 0;
        else begin
            if(Wr_en) Compensation_Mem[Wr_Addr] <= Compensation_Weight;
            else if(Rd_en) Mem_out <= Compensation_Mem[Rd_Addr];
        end
    end
endmodule

==> GITHUB_STEP_SUMMARY <==
## Implementation flow summary

| Metric | Value |
|---|---|
| Die area | `15300 sq um` |
| CP Cell Sequence | `buf_8, ha_4, nor2b_4, mux2_4, o22ai_2, ha_2, nand3b_1, o32a_4, nand2_2, o21ai_2, ha_2, a41o_1, a211oi_2, nor4b_4, buf_6, buf_8, or4b_4, mux2_1` |
| Outcome | `finished, violations left` |
| Insertion Delay late pin | `410 ps` |
| Filler cells | `1105` |
| Biggest area cells | `dfrtp_1 40%, edfxtp_1 16%, mux2_1 12%` |
| Most numerous logic cell after layout | `dfrtp_1` |
| Initial Util | `41.0%` |
| Log Warnings | `29` |
| 1st-iter DRT viols | `249` |
| R2R setup slack | `340 ps` |
| Number of CTS-inserted buffers | `17` |
| Vias in the first global route | `4155` |
| Data arrival time of the worst path | `3490 ps` |
| Gpl congestion | `0.893` |
| Initial antenna violation count | `0` |
| Flop pwr share | `43.4%` |
| Yosys top cell by area | `dfrtp_1` |
| Max Used Layer | `met4` |
| Largest net degree at the start of global routing | `52` |
| Synth Register Bits | `128` |
| Row cnt | `44` |
| DR vias/cell | `5.36` |
| Total grt overflow | `0` |
| H-tree levels | `4` |
| Post-synthesis sequential area ratio | `56.7%` |
| Max_slew headroom | `68.0%` |
| Sw frac | `24.7%` |
| P_leak | `3.69 nW` |
| Top FF cell, synth | `dfrtp_1` |
| Setup CP Type | `in2reg` |
| Buf/Inv on CP | `3` |
| Syn avg cell area | `12.9 sq um` |
| RSZ-0062 raised after global routing | `yes` |
| Max IR drop VDD | `1020 uV` |
| Post-route clock period utilization | `246%` |
| Layout Skew | `5.91 ps` |
| Max-area cell share | `40.5%` |
| First-pass GRT wire length | `22300 um` |
| Yosys cell count | `460` |
| Syn. warnings | `355` |
| CP Launch Type | `input port` |
| Die width | `124 um` |
| Failing checks | `negative setup slack` |
| P_int | `9.66 mW` |
| Setup violations, final | `128` |
| DR vias | `4061` |
| CTS root buf | `clkbuf_16` |
| Die height | `124 um` |
| Flip-flops with a built-in enable | `32` |
| Share of post-route cells with drive strength above 1 | `42.3%` |
| Placed Instances | `715` |
| GRT Util Overall | `20.0%` |
| Ys async rst share | `75.0%` |
| ANT cells | `0` |
| DRT Pass-1 Iters | `5` |
| CTS clock-pin slew for the worst setup and hold paths | `50 ps` |
| WL met2 | `6200 um` |
| Clk buf depth | `2` |
| Wire per inst | `18.1 um` |
| Post-detailed-routing wire length | `13700 um` |
| Slew @ Worst Pin | `480 ps` |
| WHS | `367 ps` |
| # IOs | `47` |
| Overall Power | `12.8 mW` |
| PwrDens | `1550 nW/um^2` |
| Area delta synth->final | `39.1%` |
| # port buffers | `46` |
| Met3 routed WL | `721 um` |
| Clk pwr share | `36.3%` |
| CP peak stage delay | `340 ps` |
| Worst path required time | `1590 ps` |
| Fmax | `313 MHz` |
| Max FO, Critical Path | `6` |
| Core footprint | `14500 sq um` |
| Most frequent cells in the layout | `96 x dfrtp_1, 59 x mux2_4, 51 x buf_4` |
| Synthesized area | `5930 sq um` |
| Number of routed nets with antenna violations | `0` |
| Setup_tns | `-229520 ps` |
| DP Wirelength | `8640 um` |
| Synthesized instance count | `460` |
| Final worst-path setup slack | `-1900 ps` |
| Final slew viol count | `0` |
| Final Critical Period | `3200 ps` |
| DRT met1 WL | `6570 um` |
| Hold crit path type | `in2async` |
| Cell family with most CP delay | `simple AND/OR/NAND/NOR gates` |
| Final Hold Viols | `0` |
| Reg2reg path depth | `2` |
| Sw Pwr | `3.17 mW` |
| Crit-path slowest cell | `o32a_4` |
| Yosys stat chip area | `5930 sq um` |
| DRC violations left | `0` |
| CTS Sinks | `128` |
| Max Cap Violations | `0` |
| Final non-filler cell total | `758` |
| Endpoint class of the critical path | `register` |
| Synth unique cells | `49` |
| CTS tree | `yes` |
| Combinational power share | `20.3%` |
## cell type report
type | instances | area, sq um | area share, %
clock buffer | 20 | 437 | 5.29
multi-input combinational | 291 | 2870 | 34.7
clock inverter | 12 | 143 | 1.73
tap | 184 | 230 | 2.79
sequential | 128 | 3360 | 40.7
timing repair buffer | 117 | 1190 | 14.4
inverter | 6 | 26.3 | 0.318
## registers in the layout, summed over array words and instances (netlist names)
register and flops:
COMPENSATION_RAM_GEN.COMPENSATION_RAM.Compensation_Mem 96, COMPENSATION_RAM_GEN.COMPENSATION_RAM.Mem_out 32
## cell usage after synthesis (4+ instances only)
| cell type | count |
|---|---|
| clkbuf_1 | 25 |
| mux2_2 | 35 |
| edfxtp_1 | 32 |
| nand2_1 | 45 |
| nor3_1 | 6 |
| buf_2 | 4 |
| o21ai_0 | 34 |
| a22oi_1 | 32 |
| inv_1 | 5 |
| and3_1 | 4 |
| ha_1 | 5 |
| nand4_4 | 4 |
| mux2_1 | 62 |
| dfrtp_1 | 96 |
| a31oi_1 | 4 |
| nor2_1 | 14 |
## routing by layer
layer | GRT usage, % | up-vias
met3 | 4.53 | 15
met5 | 0 | -
met2 | 29.3 | 122
li1 | - | 1900
met1 | 32.3 | 2024
met4 | 2.94 | 0
## what timing repair did
| item | CTS | global route |
|---|---|---|
| pin swaps | 14 | 14 |
| setup endpoints to repair | 192 | 234 |
| setup buffers | 7 | 7 |
| gates cloned | 2 | 1 |
| hold buffers | 0 | 0 |
| resized | 100 | 58 |
## worst max-delay path by stage
| stage | from | end | slack [ps] | cells after the start |
|---|---|---|---|---|
| after CTS | Wr_Addr[4] | register | -1880 | 17 |
| after global routing | Wr_Addr[4] | register | -2010 | 18 |
| final | Wr_Addr[4] | register | -1900 | 18 |
## per-stage QoR
step | area, sq um | utilization [%] | setup slack (ps)
2_1_floorplan | 6110 | - | -2600
3_3_place_gp | 7140 | 49.3 | -2870
3_5_place_dp | 7140 | 49.3 | -2890
4_1_cts | 8040 | 55.5 | -1880
5_1_grt | 8250 | 57.0 | -2010
6_report | 8250 | 57.0 | -1900
## power groups by stage
| stage | Clock (mW) | Sequential, mW | Combinational [mW] |
|---|---|---|---|
| after CTS | 4.74 | 5.55 | 2.45 |
| after global routing | 4.92 | 5.69 | 2.85 |
| final | 4.65 | 5.57 | 2.61 |
## kinds of logic (layout without fill, tap and decap cells)
kind of cell / count (synthesis) / count (layout) / synth area share [%]
AND-OR/OR-AND: 84 / 84 / 9.68
XOR/XNOR: 1 / 1 / 0.148
adder cells (fa/ha/maj): 5 / 5 / 1.05
buffers and inverters: 41 / 155 / 3.12
flip-flops: 128 / 128 / 56.7
multiplexers: 98 / 98 / 18.7
AND/OR/NAND/NOR: 103 / 103 / 10.6
## worst min-delay path, stage by stage
cell and delay [ps]:
clkdlybuf4s50_1 440, clkinvlp_4 110, buf_6 400
Power figures rest on the tool's default switching activity, not on a simulated workload.
