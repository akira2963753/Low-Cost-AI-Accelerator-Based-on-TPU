[./constraint.sdc]
current_design Weight_Memory

set clk_period 2.5
set clk_io_pct 0.2

create_clock -name clk0 -period $clk_period [get_ports {clk}]

set non_clock_inputs [all_inputs -no_clocks]
set_input_delay [expr $clk_period * $clk_io_pct] -clock clk0 $non_clock_inputs
set_output_delay [expr $clk_period * $clk_io_pct] -clock clk0 [all_outputs]
[./run.sh]
#!/bin/bash
# OpenROAD 26Q1-2900-gdf79404cd8, Yosys 0.63+post, stock flow scripts
make -C /OpenROAD-flow-scripts/flow DESIGN_CONFIG=/design/flow/config.mk WORK_HOME=/design/flow/orfs finish
[./config.mk]
export PLATFORM = sky130hd
export DESIGN_NAME = Weight_Memory
export DESIGN_NICKNAME = Weight_Memory
export VERILOG_FILES = /design/flow/design.v
export SDC_FILE = /design/flow/constraint.sdc
export NUM_CORES = 4
export LEC_CHECK = 1
export CORE_UTILIZATION = 50
[./design.v]
module Weight_Memory #(
    parameter SIZE = 8,
    parameter MEM_SIZE = SIZE * SIZE,
    parameter WRITE_ADDR_WIDTH = $clog2(MEM_SIZE),
    parameter READ_ADDR_WIDTH = $clog2(SIZE),
    parameter WEIGHT_OUT_WIDTH = SIZE * 5
)(
    input clk,
    input [WRITE_ADDR_WIDTH-1:0] Wr_Addr,
    input [4:0] Weight_Data,
    input Wr_en,
    input Rd_en,
    input [READ_ADDR_WIDTH-1:0] Rd_Addr,
    output [WEIGHT_OUT_WIDTH-1:0] Weight_out
);
    genvar i;
    integer j;
    wire [4:0] Mem_out[0:SIZE-1];
    reg [SIZE-1:0] Wr_en_mask;
    wire [READ_ADDR_WIDTH-1:0] Wr_Addr_mask;
    wire [READ_ADDR_WIDTH-1:0] Wr_Addr_in;
    assign Wr_Addr_mask = Wr_Addr / SIZE;
    assign Wr_Addr_in = Wr_Addr % SIZE;
    always @(*) begin
        for(j = 0; j < SIZE; j = j + 1) begin
            if(Wr_en) begin
                if(Wr_Addr_mask == j) Wr_en_mask[j] = 1;
                else Wr_en_mask[j] = 0;
            end
            else Wr_en_mask[j] = 0;
        end
    end
    generate
        for(i = 0; i < SIZE; i = i + 1) begin : WEIGHT_RAM_GEN
            RAM_5x8 #(
            .SIZE(SIZE),
            .ADDR_WIDTH(READ_ADDR_WIDTH)
            )WEIGHT_RAM(clk,Wr_Addr_in,Weight_Data,Wr_en_mask[i],Rd_en,Rd_Addr,Mem_out[i]);
            assign Weight_out[i*5+4 : i*5] = Mem_out[i];
        end
    endgenerate
endmodule
module RAM_5x8 #(
    parameter SIZE = 8,
    parameter ADDR_WIDTH = $clog2(SIZE)
)(
    input clk,
    input [ADDR_WIDTH-1:0] Wr_Addr,
    input [4:0] Weight_Data,
    input Wr_en,
    input Rd_en,
    input [ADDR_WIDTH-1:0] Rd_Addr,
    output reg [4:0] Mem_out
);
    reg [4:0] Weight_Mem[0:SIZE-1];
    always @(posedge clk) begin
        if(Wr_en) Weight_Mem[Wr_Addr] <= Weight_Data;
        else if(Rd_en) Mem_out <= Weight_Mem[Rd_Addr];
    end
endmodule
==> flow_summary.ini <==
; yosys + openroad results
[yosys]
synth_area_sq_um = 13900
numSynthFlops = 360
top_area_cell = edfxtp_1
topCellsByArea = edfxtp_1 78%, mux4_1 9.1%, mux4_2 5.2%
synthCells = 605
top_cell = edfxtp_1
ys_cells = 605
ys_types = 16
ys_area_sq_um = 13900
ys_warn_count = 2
edf_count = 360
synth_top_area_share_pct = 77.9
ff_type = edfxtp_1
ys_seq_share_pct = 77.9
synth.avg_cell_area_sq_um = 22.9
synth_async_sr_flop_share_pct = 0
top_cells_by_count = 360 x edfxtp_1, 64 x nor2_1, 48 x mux4_1

[power]
irDropWorstVdd_mv = 0.653
p_total_uw = 12600
powerDensity_nw_per_um2 = 757
leakage_uw = 0.00557

[placed_design]
hpwl_microns = 16200
dp.cells = 1093
gp_congestion = 0.788
portBuffers = 56

[cts]
h-tree-depth = 2
clock_latency_ps = 520
clk_path_buf_depth = 3
cts.reportedPaths.clkPinSlew_ps = 60
tritoncts = done
cts-hold-fix-buffers = 0
cts_made_buffers = 37
cts.sinks = 360
ctsResizeCount = 0
post_cts_buffers = 0
cts_root_buf = clkbuf_16

[grt]
grt_first_pass_wirelength_microns = 41400
overflow = 0
grt_use_total_pct = 22.6
antenna_found_initial = 0
grt_max_degree = 81
grt_pass1_vias = 7233

[worst_setup_path]
start_kind = input pin
cp_data_arrival_time_ps = 2090
critPathTopFamily = simple AND/OR/NAND/NOR gates
crit_chain = clkdlybuf4s50_1 > or3b_2 > nor2_1
worst_ep_required_time_ps = 2670
slowest_delay_ps = 630
crit_type = in2reg
cp.buffers_inverters = 1
path_max_fanout = 8
critPathSlowestCell = or3b_2
worstSetupEndpointType = register

[timing]
whs_ps = 234
hold_viol_final = 0
max_freq_ghz = 0.520
fin_crit_sh_pct = 76.9
setup_viol = 0
period_minus_slack_ps = 1920
rsz0062_at_grt = no
maxSlewHeadroom_pct = 63.3
slew_viol_final = 0
clock_skew_ps = 16.3
tightest_slew_ps = 551
fin_setup_tns_ps = 0

[floorplanning]
chip_area_sq_um = 28400
design.core.area_sq_um = 27100
die_w_microns = 169
fp-utilization_pct = 51.2
rows = 60
die_h_microns = 169
ios = 57

[layout]
layout-drive-gt1-share_pct = 29.3
fillers = 1823
fin_util_pct = 61.5
regArea_sq_um = 10800
final_cells = 1158
syn2layout_area_growth_pct = 20.1
combGateArea_sq_um = 2860

[route]
ant_nets = 0
first_pass_iters = 4
wirelength_microns = 27000
drt-initial-drc-count = 418
diodes = 0
vias = 6451
wl_per_cell_microns = 23.3
drcViolationCount = 0
via_per_inst = 5.57

[worst_hold_path]
hold_class = in2reg

[job]
maxCapViolations = 0
tool_warnings = 25

[outcome]
status = complete, no violations
==> routing by layer <==
layer | global-route usage, % | up-vias | routed length, microns
met5 | 0 | - | 0
met4 | 3.20 | 0 | 441
met3 | 15.0 | 37 | 3860
met2 | 31.7 | 396 | 12600
met1 | 34.7 | 3172 | 10100
li1 | - | 2846 | -
==> sequential cells by signal (all words and copies together), names as in the netlist <==
register                              cells
WEIGHT_RAM_GEN.WEIGHT_RAM.Mem_out        40
WEIGHT_RAM_GEN.WEIGHT_RAM.Weight_Mem    320
==> logic make-up (layout without fill, tap and decap cells) <==
logic type    count (synthesis)  count (layout)  share of synthesized area (%)
flops                       360             360                           77.9
mux                         120             120                           17.5
simple gates                 88              88                           3.07
buf+inv                      37             218                           1.49
==> cell type report <==
| class | count | share of cell area (%) |
|---|---|---|
| clock inverter | 19 | 1.06 |
| timing repair buffer | 153 | 8.26 |
| tap | 372 | 2.79 |
| clock buffer | 46 | 5.88 |
| multi-input combinational | 208 | 17.2 |
| sequential | 360 | 64.9 |
==> worst paths after layout <==
check | slack (ps) | startpoint | depth (start not counted) | end
worst max-delay path | 580 | Wr_Addr[2] | 3 | WEIGHT_RAM_GEN[4].WEIGHT_RAM.Weight_Mem[4][0]
worst min-delay path | 230 | Weight_Data[1] | 1 | WEIGHT_RAM_GEN[7].WEIGHT_RAM.Weight_Mem[1][1]
worst max register to register | 1000 | WEIGHT_RAM_GEN[2].WEIGHT_RAM.Weight_Mem[1][0] | 2 | WEIGHT_RAM_GEN[2].WEIGHT_RAM.Mem_out[0]
worst min register to register | 750 | WEIGHT_RAM_GEN[3].WEIGHT_RAM.Weight_Mem[6][2] | 2 | WEIGHT_RAM_GEN[3].WEIGHT_RAM.Mem_out[2]
==> worst register-to-register path: stages (launching register included) <==
cell      delay, ps
edfxtp_1        380
mux4_1          570
mux2_2          300
==> placed cells by master (no fill, tap or decap), types with 10 or more instances in the layout <==
| master | synthesis | layout |
|---|---|---|
| mux4_1 | 48 | 48 |
| mux2_2 | 40 | 40 |
| edfxtp_1 | 360 | 360 |
| nor2_1 | 64 | 64 |
| clkdlybuf4s50_1 | 0 | 48 |
| clkbuf_16 | 0 | 38 |
| buf_4 | 0 | 88 |
| mux4_2 | 32 | 32 |
| buf_12 | 0 | 10 |
==> stage by stage <==
step | setup WS (ps) | area [sq um]
6_report | 577 | 16700
5_1_grt | 524 | 16700
4_1_cts | 582 | 16700
3_5_place_dp | 71.2 | 15500
3_3_place_gp | 102 | 15500
2_1_floorplan | 570 | 13900
==> power by group <==
part | switching [uW] | internal, uW | leakage [uW]
registers | 22.5 | 6740 | 0.00327
logic | 309 | 312 | 0.00173
clock network | 2140 | 3100 | 0.000570
Power figures rest on the tool's default switching activity, not on a simulated workload.
