<file path="flow/config.mk">
export PLATFORM = sky130hd
export DESIGN_NAME = UB
export DESIGN_NICKNAME = UB
export VERILOG_FILES = /design/flow/design.v
export SDC_FILE = /design/flow/constraint.sdc
export NUM_CORES = 4
export LEC_CHECK = 1
export CORE_UTILIZATION = 30
</file>
<file path="flow/constraint.sdc">
current_design UB

set clk_period 11.0
set clk_io_pct 0.2

create_clock -name clk0 -period $clk_period [get_ports {clk}]

set non_clock_inputs [all_inputs -no_clocks]
set_input_delay [expr $clk_period * $clk_io_pct] -clock clk0 $non_clock_inputs
set_output_delay [expr $clk_period * $clk_io_pct] -clock clk0 [all_outputs]
</file>
<file path="flow/design.v">
module UB #(
    parameter SIZE = 8,
    parameter PARTIAL_SUM_WIDTH = 2*SIZE + $clog2(SIZE)
)(
    input clk,
    input Wr_en,
    input [5:0] Wr_Addr,
    input [PARTIAL_SUM_WIDTH-1:0] Wr_Data_0,
    input [PARTIAL_SUM_WIDTH-1:0] Wr_Data_1,
    input [PARTIAL_SUM_WIDTH-1:0] Wr_Data_2,
    input [PARTIAL_SUM_WIDTH-1:0] Wr_Data_3,
    input [PARTIAL_SUM_WIDTH-1:0] Wr_Data_4,
    input [PARTIAL_SUM_WIDTH-1:0] Wr_Data_5,
    input [PARTIAL_SUM_WIDTH-1:0] Wr_Data_6,
    input [PARTIAL_SUM_WIDTH-1:0] Wr_Data_7,
    input [5:0] Rd_Addr,
    output [6:0] Rd_Data
);
    reg signed [PARTIAL_SUM_WIDTH-1:0] Unified_Buffer [0:63];
    always @(posedge clk) begin
        if(Wr_en) begin
            Unified_Buffer[Wr_Addr] <= Wr_Data_0;
            Unified_Buffer[Wr_Addr+1] <= Wr_Data_1;
            Unified_Buffer[Wr_Addr+2] <= Wr_Data_2;
            Unified_Buffer[Wr_Addr+3] <= Wr_Data_3;
            Unified_Buffer[Wr_Addr+4] <= Wr_Data_4;
            Unified_Buffer[Wr_Addr+5] <= Wr_Data_5;
            Unified_Buffer[Wr_Addr+6] <= Wr_Data_6;
            Unified_Buffer[Wr_Addr+7] <= Wr_Data_7;
        end
        else;
    end
    assign Rd_Data = (Unified_Buffer[Rd_Addr][PARTIAL_SUM_WIDTH-8])? Unified_Buffer[Rd_Addr][PARTIAL_SUM_WIDTH-1:PARTIAL_SUM_WIDTH-7] + 1 : Unified_Buffer[Rd_Addr][PARTIAL_SUM_WIDTH-1:PARTIAL_SUM_WIDTH-7];
endmodule
</file>
<file path="flow/run.sh">
#!/bin/bash
# OpenROAD 26Q1-2900-gdf79404cd8, Yosys 0.63+post, stock flow scripts
make -C /OpenROAD-flow-scripts/flow DESIGN_CONFIG=/design/flow/config.mk WORK_HOME=/design/flow/orfs finish
</file>
==> impl_metrics.xml <==
<?xml version="1.0" encoding="UTF-8"?>
<metrics>
  <group name="clock_network">
    <metric name="cts_buffer_depth" unit="">3</metric>
    <metric name="clock_tree.htree_level_count" unit="">3</metric>
    <metric name="post-cts-setup-buffers" unit="">0</metric>
    <metric name="cts.reportedPaths.clkPinSlew" unit="ps">60</metric>
    <metric name="clock_sink_count" unit="">512</metric>
    <metric name="cts_hold_buf" unit="">0</metric>
    <metric name="cts_tree" unit="">built</metric>
    <metric name="root_buffer" unit="">sky130_fd_sc_hd__clkbuf_16</metric>
    <metric name="cts_made_buffers" unit="">70</metric>
    <metric name="post_cts_resized" unit="">0</metric>
  </group>
  <group name="synthesis">
    <metric name="synth-edff-count" unit="">512</metric>
    <metric name="synth.avg_cell_area" unit="um2">8.12</metric>
    <metric name="synth_cells" unit="">6779</metric>
    <metric name="yosysWarnings" unit="">1</metric>
    <metric name="yosys_cells" unit="">6779</metric>
    <metric name="synth_sequential_area_ratio" unit="">0.279</metric>
    <metric name="synth_cell_types" unit="">97</metric>
    <metric name="post_synthesis_register_bit_count" unit="">512</metric>
    <metric name="synthesis.area" unit="mm2">0.0551</metric>
    <metric name="async_reset_ff_frac" unit="">0</metric>
    <metric name="yosys_area" unit="mm2">0.0551</metric>
    <metric name="ys_dominant_reg_cell" unit="">sky130_fd_sc_hd__edfxtp_1</metric>
  </group>
  <group name="layout">
    <metric name="layout-area-overhead-vs-synth" unit="%">10.7</metric>
    <metric name="most-common-layout-cells" unit="">sky130_fd_sc_hd__nor2_1 (778), sky130_fd_sc_hd__nand2_1 (759), sky130_fd_sc_hd__edfxtp_1 (512)</metric>
    <metric name="drive_gt1_frac" unit="">0.137</metric>
    <metric name="final.fill_count" unit="">18600</metric>
    <metric name="layout.cells.most_common" unit="">sky130_fd_sc_hd__nor2_1</metric>
    <metric name="top_register" unit="">Unified_Buffer</metric>
    <metric name="top_regs" unit="">Unified_Buffer (512)</metric>
    <metric name="final_core_util" unit="">0.336</metric>
    <metric name="max_reg_flops" unit="">512</metric>
  </group>
  <group name="detailed_routing">
    <metric name="wl_per_cell" unit="um">45.0</metric>
    <metric name="remaining_drc_errors" unit="">0</metric>
    <metric name="ant_nets" unit="">0</metric>
    <metric name="detail_route.wirelength" unit="mm">405</metric>
    <metric name="via_cell_ratio" unit="">7.74</metric>
    <metric name="drt_iter0_drc" unit="">12200</metric>
    <metric name="num_vias" unit="">69700</metric>
    <metric name="drt-pass1-iter-count" unit="">15</metric>
  </group>
  <group name="min_path">
    <metric name="holdCritPathClass" unit="">in2reg</metric>
    <metric name="min_from" unit="">Wr_Data_7[18]</metric>
    <metric name="worst_hold_path.num_cells" unit="">3</metric>
    <metric name="min_to" unit="">Unified_Buffer[47][18]</metric>
  </group>
  <group name="pwr">
    <metric name="ir_drop" unit="mV">0.110</metric>
    <metric name="design_power_total" unit="mW">7.00</metric>
    <metric name="static-leakage-power" unit="nW">20.5</metric>
    <metric name="power.density_cell_area" unit="mW/mm2">115</metric>
  </group>
  <group name="sta">
    <metric name="timing.final.max_slew_violations" unit="">0</metric>
    <metric name="timing_hold_violations_final" unit="">0</metric>
    <metric name="timing.max_slew.rel_slack" unit="">0.265</metric>
    <metric name="finalSetupViolCount" unit="">0</metric>
    <metric name="timing_worst_slew_pin_value" unit="ps">1090</metric>
    <metric name="clock.fmax" unit="GHz">0.111</metric>
    <metric name="fin_crit" unit="ps">9000</metric>
    <metric name="finalCritPeriodShare" unit="">0.819</metric>
    <metric name="tns" unit="ps">0</metric>
    <metric name="post-route-worst-setup-slack" unit="ps">2000</metric>
    <metric name="grt_setup_unrepaired" unit="">false</metric>
  </group>
  <group name="critical_path">
    <metric name="crit_path_max_fanout" unit="">34</metric>
    <metric name="timing.critical_path.to_type" unit="">primary output</metric>
    <metric name="worstPathArrival" unit="ps">6800</metric>
    <metric name="critPathLaunchType" unit="">primary input</metric>
    <metric name="type_of_the_setup_path_with_the_least_slack" unit="">in2out</metric>
    <metric name="worstPathRequired" unit="ps">8800</metric>
  </group>
  <group name="outcome">
    <metric name="run_status" unit="">completed</metric>
  </group>
  <group name="die">
    <metric name="fp-row-count" unit="">156</metric>
    <metric name="num_io_pins" unit="">173</metric>
    <metric name="die_w" unit="um">430</metric>
    <metric name="fp.dieH" unit="um">430</metric>
    <metric name="placeableCoreArea" unit="mm2">0.182</metric>
    <metric name="floorplan.die_area" unit="mm2">0.185</metric>
    <metric name="floorplan.core_util" unit="">0.303</metric>
  </group>
  <group name="global_route">
    <metric name="global_route_wire_length_before_repair" unit="mm">541</metric>
    <metric name="antenna_found_initial" unit="">59</metric>
    <metric name="global_route.overflow_total" unit="">0</metric>
    <metric name="vias_in_the_first_global_route" unit="">63900</metric>
    <metric name="grt_start_max_net_pins" unit="">84</metric>
    <metric name="grt_usage" unit="">0.437</metric>
  </group>
  <group name="placement">
    <metric name="place.gp.congestion" unit="">1.15</metric>
    <metric name="port_buffers" unit="">84</metric>
    <metric name="hpwlAfterDp" unit="mm">251</metric>
    <metric name="pre_cts_ws" unit="ps">2290</metric>
  </group>
  <group name="run">
    <metric name="max_cap_viol" unit="">0</metric>
    <metric name="warning_count" unit="">116</metric>
  </group>
</metrics>
## synth_stat cells, types with 12 or more instances
master,n,area (um2)
sky130_fd_sc_hd__a31oi_1,57,357
sky130_fd_sc_hd__a31o_2,57,499
sky130_fd_sc_hd__o21ai_1,25,125
sky130_fd_sc_hd__xnor2_1,12,105
sky130_fd_sc_hd__mux4_2,126,2840
sky130_fd_sc_hd__a22o_1,61,534
sky130_fd_sc_hd__a22oi_1,245,1840
sky130_fd_sc_hd__o22ai_1,303,1900
sky130_fd_sc_hd__nand2b_1,12,75.1
sky130_fd_sc_hd__a221o_1,23,230
sky130_fd_sc_hd__nor3_2,23,230
sky130_fd_sc_hd__mux2i_1,485,4850
sky130_fd_sc_hd__buf_1,21,78.8
sky130_fd_sc_hd__nand3b_1,13,97.6
sky130_fd_sc_hd__o22a_1,41,359
sky130_fd_sc_hd__nor3_1,192,961
sky130_fd_sc_hd__mux2_2,27,304
sky130_fd_sc_hd__a222oi_1,37,370
sky130_fd_sc_hd__o211ai_1,121,908
sky130_fd_sc_hd__nor3b_1,15,113
sky130_fd_sc_hd__o21ai_0,258,1290
sky130_fd_sc_hd__clkbuf_1,626,2350
sky130_fd_sc_hd__nand2_1,761,2860
sky130_fd_sc_hd__nor2_4,12,135
sky130_fd_sc_hd__nor2_1,796,2990
sky130_fd_sc_hd__or3_1,26,163
sky130_fd_sc_hd__a2111oi_0,52,455
sky130_fd_sc_hd__a211o_1,131,1150
sky130_fd_sc_hd__buf_2,88,440
sky130_fd_sc_hd__a221oi_1,158,1380
sky130_fd_sc_hd__a21oi_1,424,2120
sky130_fd_sc_hd__nor2b_1,25,156
sky130_fd_sc_hd__o221ai_1,69,604
sky130_fd_sc_hd__o2bb2ai_1,17,149
sky130_fd_sc_hd__buf_6,12,135
sky130_fd_sc_hd__buf_4,25,188
sky130_fd_sc_hd__nand4_1,89,557
sky130_fd_sc_hd__a31o_1,20,175
sky130_fd_sc_hd__a211oi_1,276,2070
sky130_fd_sc_hd__edfxtp_1,512,15400
sky130_fd_sc_hd__nand3_1,276,1380
## power breakdown
group / total, mW / switching, mW / internal (mW)
registers: 2.44 / 0.107 / 2.33
clock network: 2.49 / 1.07 / 1.42
logic: 2.07 / 1.56 / 0.508
## critical path, cell delays in order
cell	delay (ps)
sky130_fd_sc_hd__clkbuf_8	350
sky130_fd_sc_hd__buf_4	590
sky130_fd_sc_hd__mux4_2	720
sky130_fd_sc_hd__mux4_2	500
sky130_fd_sc_hd__mux2i_1	600
sky130_fd_sc_hd__a21oi_1	250
sky130_fd_sc_hd__and4_1	240
sky130_fd_sc_hd__xor2_1	630
sky130_fd_sc_hd__clkdlybuf4s50_1	600
## per-layer routing
metal  global-route usage  routed length (um)  vias to the layer above  share of wire
met5                0.103                2570                        -         0.0063
met2                0.544              149000                     8079           0.37
met1                0.473              128000                    32300           0.32
met3                0.344               81800                     2906           0.20
met4                0.343               44100                      100           0.11
li1                     -                   -                    26300              -
## per-stage QoR
stage	cell area, um2	hold slack (ps)	instances
after floorplan	55100	2510	6779
after global placement	58500	2780	8824
after detailed placement	58500	2790	8824
after CTS	60800	2030	8951
after global routing	60900	2090	8971
final	61000	2050	9007
## cell families (layout without fill, tap and decap cells)
logic type               after synthesis  after routing  synth area share
flip-flops                           512            512             0.279
AND-OR/OR-AND                       2451           2451             0.313
buffers and inverters                786            588            0.0589
other                                  0             56                 0
XOR/XNOR                              30             30           0.00654
AND/OR/NAND/NOR                     2357           2357             0.196
multiplexers                         638            638             0.145
adder cells (fa/ha/maj)                5              5           0.00114
## final cells by class
| cell class | instances | area (um2) | area share |
|---|---|---|---|
| Sequential cell | 512 | 15400 | 0.252 |
| Multi-Input combinational cell | 5481 | 36600 | 0.601 |
| Clock inverter | 46 | 531 | 0.00870 |
| Clock buffer | 81 | 1840 | 0.0301 |
| Tap cell | 2370 | 2970 | 0.0486 |
| Timing Repair Buffer | 447 | 3450 | 0.0565 |
| Inverter | 14 | 52.6 | 0.000862 |
| Antenna cell | 56 | 140 | 0.00230 |
## how the worst max path moves through the flow
stage / startpoint / end / slack (ps) / depth (start not counted)
after CTS: Rd_Addr[0] / Rd_Data[6] / 2290 / 12
after global routing: Rd_Addr[0] / Rd_Data[6] / 1960 / 12
final: Rd_Addr[1] / Rd_Data[6] / 2000 / 9
Power figures rest on the tool's default switching activity, not on a simulated workload.
