==> ./design.v <==
module Activation_Memory #(
    parameter SIZE = 8,
    parameter MEM_SIZE = SIZE*SIZE,
    parameter WRITE_ADDR_WIDTH = $clog2(MEM_SIZE),
    parameter READ_ADDR_WIDTH = $clog2(SIZE),
    parameter ACTUVATION_OUT_WIDTH = SIZE*7
)(
    input clk,
    input [6:0] Activation,
    input [WRITE_ADDR_WIDTH-1:0] Wr_Addr,
    input Wr_en,
    input Rd_en,
    input [READ_ADDR_WIDTH-1:0] Rd_Addr,
    output [ACTUVATION_OUT_WIDTH-1:0] Activation_out
); 
    genvar i;
    integer j;
    wire [6:0] Mem_out[0:SIZE-1];
    reg [SIZE-1:0] Wr_en_mask;
    wire [READ_ADDR_WIDTH-1:0] Wr_Addr_mask;
    wire [READ_ADDR_WIDTH-1:0] Wr_Addr_in;
    assign Wr_Addr_mask = Wr_Addr / SIZE;
    assign Wr_Addr_in = Wr_Addr % SIZE;
    always @(*) begin
        for(j = 0; j < SIZE; j = j + 1) begin
            if(Wr_en) begin
                if(Wr_Addr_mask == j) Wr_en_mask[j] = 1;
                else Wr_en_mask[j] = 0;
            end
            else Wr_en_mask[j] = 0;
        end
    end
    generate
        for(i = 0; i < SIZE; i = i + 1) begin : ACTIVATION_RAM_GEN
            RAM_7x8 #(
            .SIZE(SIZE),
            .ADDR_WIDTH(READ_ADDR_WIDTH)
            )ACTIVATION_RAM(clk,Activation,Wr_Addr_in,Wr_en_mask[i],Rd_en,Rd_Addr,Mem_out[i]);
            assign Activation_out[i*7+6 : i*7] = Mem_out[7-i];
        end
    endgenerate
endmodule
module RAM_7x8 #(
    parameter SIZE = 8,
    parameter ADDR_WIDTH = $clog2(SIZE)
)(
    input clk,
    input [6:0] Activation,
    input [ADDR_WIDTH-1:0] Wr_Addr,
    input Wr_en,
    input Rd_en,
    input [ADDR_WIDTH-1:0] Rd_Addr,
    output reg [6:0] Mem_out
);
    reg [6:0] Activation_Mem[0:SIZE-1]; 
    always @(posedge clk) begin
        if(Wr_en) Activation_Mem[Wr_Addr] <= Activation;
        else if(Rd_en) Mem_out <= Activation_Mem[Rd_Addr];
    end
endmodule
==> ./run.sh <==
#!/bin/bash
# OpenROAD 26Q1-2900-gdf79404cd8, Yosys 0.63+post, stock flow scripts
make -C /OpenROAD-flow-scripts/flow DESIGN_CONFIG=/design/flow/config.mk WORK_HOME=/design/flow/orfs finish
==> ./config.mk <==
export PLATFORM = sky130hd
export DESIGN_NAME = Activation_Memory
export DESIGN_NICKNAME = Activation_Memory
export VERILOG_FILES = /design/flow/design.v
export SDC_FILE = /design/flow/constraint.sdc
export NUM_CORES = 4
export LEC_CHECK = 1
export CORE_UTILIZATION = 40
==> ./constraint.sdc <==
current_design Activation_Memory

set clk_period 3.5
set clk_io_pct 0.2

create_clock -name clk0 -period $clk_period [get_ports {clk}]

set non_clock_inputs [all_inputs -no_clocks]
set_input_delay [expr $clk_period * $clk_io_pct] -clock clk0 $non_clock_inputs
set_output_delay [expr $clk_period * $clk_io_pct] -clock clk0 [all_outputs]
==> impl_report.txt <==
RUN METRICS
----------------------------------------------------
[Yosys]
  Leading cell types by total area after synthesis ........................ sky130_fd_sc_hd__edfxtp_1 80%, sky130_fd_sc_hd__mux4_2 13%, sky130_fd_sc_hd__mux2_2 3.3%
  Sequential fraction of the synthesis area ........................ about four fifths
  Cell total in the yosys stat output ........................ 806
  Cell with the most instances after synthesis ........................ sky130_fd_sc_hd__edfxtp_1
  Post-synth area from yosys stat ........................ 19,000 µm²
  Share of flip-flops with an asynchronous set or reset ........................ 0%
  Post-Syn Instances ........................ slightly above 800
  Tally of unique sky130hd cells used after synthesis ........................ 17
  EDFF count, synth ........................ a little over 500
  Syn. warnings ........................ 2
  Synth top cells by count ........................ 504 x sky130_fd_sc_hd__edfxtp_1, 112 x sky130_fd_sc_hd__mux4_2, 64 x sky130_fd_sc_hd__nor2_1, 56 x sky130_fd_sc_hd__mux2_2, 25 x sky130_fd_sc_hd__clkbuf_1
  Per-instance average area after synthesis ........................ ~24 µm²
  Combined area of all synthesized cells ........................ between 15,000 and 20,000 µm²
  Area leader share ........................ between 70% and 80%
  Main flop type ........................ sky130_fd_sc_hd__edfxtp_1
  Flip-flop and latch count after synthesis ........................ slightly above 500
  Largest area contributor in the netlist ........................ sky130_fd_sc_hd__edfxtp_1

[Final timing]
  Accumulated negative setup slack ........................ 0 ns
  Max Transition Viols Final ........................ 0
  Fraction of the cycle the final worst path needs ........................ about two thirds
  Headroom to the max-slew limit ........................ 48.1%
  Min cycle time layout ........................ between 2 and 2.5 ns
  Worst Skew ........................ 0.0209 ns
  Final WS setup ........................ between 1 and 1.5 ns
  Worst-margin pin slew ........................ ~0.78 ns
  Unrepaired setup endpoints after global routing ........................ false
  Maximum frequency from static timing analysis ........................ 0.423 GHz
  Final Hold Violation Tally ........................ 0
  Number of endpoints failing setup at the final stage ........................ 0

[Place]
  PortBufs ........................ approximately 74
  Routability congestion estimate ........................ 0.829
  Post-Place Setup Slack ........................ ~0.56 ns
  DP Wirelength ........................ around 23 mm

[Routing]
  Number of iterations in the first detailed-routing pass ........................ 23
  DRC violation count after routing ........................ 0
  Total detailed-routing wirelength ........................ 37.9 mm
  Number of antenna cells inserted ........................ 0
  Routed via count ........................ ~8.3k
  Average vias per placed instance ........................ about 5.2
  Detailed-route wire length per cell ........................ 23.9 µm
  Antenna violation net count after detailed routing ........................ 0
  Starting DRT DRC Count ........................ roughly 540

[Die]
  Vertical die dimension ........................ 220 µm
  Number of top-level design ports ........................ ~75
  Total die area ........................ 48,300 µm²
  Placement row count ........................ 79
  Fp_density ........................ 40.6%
  Area of the core ........................ 46,700 µm²
  Die width ........................ about 220 µm

[Worst setup path]
  Critical path launch point type ........................ input pin
  Dominant delay contributor by cell family on the critical path ........................ simple AND/OR/NAND/NOR gates
  Worst endpoint required time ........................ between 3 and 4 ns
  Largest stage delay on the critical path ........................ 0.69 ns
  Critical-path top delay cell ........................ sky130_fd_sc_hd__or3b_2
  Maximum fanout along the worst path ........................ 8
  Sequence of cells on the critical path ........................ clkdlybuf4s50_1 > or3b_2 > nor2_1
  Worst reg-to-reg path cell count ........................ 2
  Arrival time of the worst setup path ........................ between 2 and 3 ns
  Worst R2R Setup Slack ........................ ~2.0 ns
  Worst Path Class, Setup ........................ in -> reg
  CP bufs+invs ........................ 1
  Worst Setup End Kind ........................ flop
  End of the worst register-to-register path ........................ ACTIVATION_RAM_GEN[4].ACTIVATION_RAM.Mem_out[6]$_DFFE_PP_

[Worst hold path]
  Class of the most critical hold timing path ........................ in -> reg
  Launch point of the worst hold path ........................ Activation[2]
  Hold-critical path depth ........................ 1

[Clock network]
  CTS H-Tree Depth ........................ 2
  Cts bufs inserted ........................ 49
  Worst skew pair latency ........................ between 0.5 and 0.6 ns
  Reg clk slew, reported paths ........................ about 0.060 ns
  Buffer type at the clock tree root ........................ sky130_fd_sc_hd__clkbuf_16
  Total of cells resized after clock tree synthesis ........................ 0
  Clk buf depth ........................ 3
  Buffers inserted by post-CTS timing repair ........................ 0
  Clock tree from TritonCTS ........................ built
  Clock sink count ........................ 504
  Hold-fix buffer count after cts ........................ 0

[Status]
  Status ........................ complete, no violations

[Layout]
  Comb gate area ........................ approximately 3600 µm²
  Filler cells ........................ approximately 3.8k
  Register area ........................ approximately 15,000 µm²
  Share of cells above drive strength 1 ........................ 31.3%
  P&R area growth vs syn ........................ 17.1%

[GRT]
  Number of antenna violations at the first check in global routing ........................ 0
  GRT Resource Usage Total ........................ 18.2%
  Vias in the first global route ........................ slightly above 9k
  Maximum number of pins on one net before global-route repair ........................ roughly 110
  Global-route wire length before repair ........................ 57.2 mm
  Remaining global-route overflow ........................ 0

[Power and ir drop]
  Pwr/cell area ........................ about 560 nW/µm²
  Worst IR drop on VDD ........................ about 310 µV
  Cell leakage power ........................ between 6 and 7 nW

[Run]
  Number of max-capacitance violations reported ........................ 0
  Total number of warnings across the stage logs ........................ 27

----------------------------------------------------
[cell type report]
| cell class | count | area share [%] |
|---|---|---|
| Sequential cell | 504 | 68.2 |
| Multi-Input combinational cell | 256 | 16.1 |
| Clock buffer | 60 | 5.90 |
| Timing Repair Buffer | 133 | 5.37 |
| Tap cell | 607 | 3.42 |
| Clock inverter | 26 | 1.01 |
[through the flow]
step | cell area [µm²] | power, mW | hold WS (ns) | util, % | std cells
final | 22200 | 12.4 | 0.609 | 47.6 | 1586
after floorplan | 19000 | 7.18 | 0.732 | - | 806
after CTS | 22200 | 12.5 | 0.580 | 47.6 | 1586
after global placement | 20700 | 7.50 | 0.743 | 44.3 | 1500
after global routing | 22200 | 12.8 | 0.599 | 47.6 | 1586
after detailed placement | 20700 | 7.50 | 0.745 | 44.3 | 1500
[worst max path at each step]
stage          start  endpoint  slack, ns  cells after the start
4_1_cts   Wr_Addr[1]      flop       1.17                      3
5_1_grt   Wr_Addr[4]      flop       1.01                      3
6_report  Wr_Addr[1]      flop       1.14                      3
[worst reg2reg max path: stages, from the launching register on]
cell and delay [ns]:
sky130_fd_sc_hd__edfxtp_1 0.39, sky130_fd_sc_hd__mux4_2 0.54, sky130_fd_sc_hd__mux2_2 0.29
[registers in the layout, summed over array words and instances (netlist names)]
register                                          count
ACTIVATION_RAM_GEN.ACTIVATION_RAM.Activation_Mem    448
ACTIVATION_RAM_GEN.ACTIVATION_RAM.Mem_out            56
[power breakdown]
group	internal (mW)	total (mW)	switching, mW
Sequential	6.74	6.76	0.0221
Combinational	0.284	0.590	0.306
Clock	2.94	5.07	2.14
[layer usage]
metal	global-route usage, %	up-vias	part of all wire, %	routed length (µm)
met5	0.729	-	0	0
met4	3.38	0	2.2	823
met3	12.0	57	14	5350
met2	26.2	456	47	17900
met1	25.2	4171	36	13800
li1	-	3630	-	-
[layout by cell type, fill, tap and decap left out, drive strengths merged]
| master | instances |
|---|---|
| nor2 | 64 |
| or4b | 1 |
| mux2 | 56 |
| clkinv | 19 |
| bufinv | 4 |
| inv | 1 |
| edfxtp | 504 |
| clkinvlp | 2 |
| nand4b | 3 |
| clkdlybuf4s50 | 64 |
| mux4 | 112 |
| or3 | 1 |
| buf | 69 |
| nand3b | 3 |
| nand4 | 1 |
| or3b | 3 |
| nand4bb | 3 |
| clkbuf | 60 |
| and2 | 8 |
| nand3 | 1 |
[cell families (layout without fill, tap and decap cells)]
kind of cell	after synthesis	after routing	share of synthesized area [%]
simple gates	88	88	2.25
flops	504	504	79.8
buf+inv	46	219	1.29
mux	168	168	16.6
Power and IR drop assume default switching activity.
